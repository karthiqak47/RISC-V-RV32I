`design.v`:
```
module alu_control(
    input [1:0] ALUOp,          
    input [2:0] funct3,         
    input [6:0] funct7,         
    output reg [3:0] alu_op     
);
always @(*) begin
    case (ALUOp)
        2'b00: begin
            alu_op = 4'b0000;
        end
        2'b01: begin
            alu_op = 4'b0001;
        end
        2'b10: begin
            case (funct3)
                3'b000: alu_op = (funct7 == 7'b0100000) ? 4'b0001 : 4'b0000;  
                3'b111: alu_op = 4'b0010;  
                3'b110: alu_op = 4'b0011;  
                3'b100: alu_op = 4'b0100;  
                3'b010: alu_op = 4'b0101;  
                3'b011: alu_op = 4'b0110;  
                3'b001: alu_op = 4'b0111;  
                3'b101: alu_op = (funct7 == 7'b0100000) ? 4'b1000 : 4'b1001;  
                default: alu_op = 4'b1111;  
            endcase
        end
        default: alu_op = 4'b1111;  
    endcase
end
endmodule
```
`run.sh`:
```
#!/bin/bash
# OpenROAD 26Q1-2900-gdf79404cd8, Yosys 0.63+post, stock flow scripts
make -C /OpenROAD-flow-scripts/flow DESIGN_CONFIG=/design/flow/config.mk WORK_HOME=/design/flow/orfs finish
```
`config.mk`:
```
export PLATFORM = sky130hd
export DESIGN_NAME = alu_control
export DESIGN_NICKNAME = alu_control
export VERILOG_FILES = /design/flow/design.v
export SDC_FILE = /design/flow/constraint.sdc
export NUM_CORES = 4
export LEC_CHECK = 1
export CORE_AREA = 10 10 70 70
export DIE_AREA = 0 0 80 80
```
`constraint.sdc`:
```
current_design alu_control

set clk_period 1.7
set clk_io_pct 0.2

create_clock -name clk0 -period $clk_period

set non_clock_inputs [all_inputs -no_clocks]
set_input_delay [expr $clk_period * $clk_io_pct] -clock clk0 $non_clock_inputs
set_output_delay [expr $clk_period * $clk_io_pct] -clock clk0 [all_outputs]
```
==> flow_metrics.tcl <==
# collected from the flow reports
set metrics [dict create \
    via_per_inst 2.48 \
    post-place-ws_ps -478 \
    drt_pass1_iterations 1 \
    critPathKind "input port to output pin" \
    worstPathRequired_ps 1360 \
    dieArea_sq_um 6400 \
    warnings 33 \
    rsz0062_at_grt "false" \
    wl_per_cell_um 8.18 \
    synth-adder-area-share 0 \
    port_buffers 16 \
    critPathMaxFanout 5 \
    arrival_ps 1270 \
    antennaDiodeCount 0 \
    yosys.area_share.simple 0.433 \
    finalCriticalPeriod_ps 1610 \
    rows 21 \
    worst_slew_pin_slew_ps 212 \
    finalClockPeriodUsage 0.948 \
    power_density_nw_per_um2 170 \
    ys_warn_count 1 \
    ys_cells 18 \
    hold_slack_ps 1090 \
    area_delta_synth_final_pct 232 \
    ys_area_sq_um 113 \
    synth_cell_types 12 \
    fmax_mhz 620 \
    drtIter0Drc 0 \
    critPathCaptureType "output pin" \
    crit_path_start_kind "input port" \
    lay_top_count "dlymetal6s2s_1" \
    yosys.area_share.aoi 0.389 \
    overflow 0 \
    vias 208 \
    wirelength_um 687 \
    min-delay-start "funct7[3]" \
    ys_sh_mux 0 \
    core_area_sq_um 3420 \
    grt_pass1_wl_um 1040 \
    timing.final.hold_violations 0 \
    core_util_floorplan 0.0330 \
    ys_seq_frac 0 \
    max-cap-violations 0 \
    placed_cell_area_sq_um 360 \
    nClkBuffers 0 \
    relSlewSlack 0.858 \
    netlist_logic_family_top "simple AND/OR/NAND/NOR gates" \
    leakage_nw 0.199 \
    fin_area_sq_um 374 \
    grt.total_usage 0.0189 \
    crit_start "funct3[1]" \
    die_w_um 80 \
    drc_errors 0 \
    fin_ws_ps 88.4 \
    grt_max_degree 6 \
    antenna_found_initial 0 \
    layout-drive-gt1-share 0.316 \
    xor_share 0.0778 \
    netlist_instances 18 \
    antenna_left 0 \
    setup_violations 0 \
    die_h_um 80 \
    status "finished clean" \
    pin_count 16 \
    total_power_mw 0.0637 \
    syn_area_sq_um 113 \
    slew_viol_final 0 \
    flop_area_sq_um 0 \
    ir_worst_vdd_mv 0.0189 \
    grt_pass1_vias 214 \
    gp_congestion 0.802 \
    lay_top_cells "dlymetal6s2s_1 (7), buf_4 (4), nor2_1 (3), dlygate4sd2_1 (3)" \
    avgSynthCellArea_sq_um 6.26 \
    n_sequential_cell 0 \
    hold_class "input port to output pin" \
    postCtsSetupRepairBufs 0 \
]
==> power by group <==
part           internal [mW]  switching, mW
Combinational         0.0407         0.0230
Clock                      0              0
Sequential                 0              0
==> per-layer routing <==
layer	global-route usage	routed length, um	vias up
met5	0	0	-
met4	0	0	0
met1	0.0277	354	87
met2	0.0281	260	14
met3	0.00568	71	0
li1	-	-	107
==> cells in the mapped netlist <==
cell type / number / area share
a2111o_1: 1 / 0.10
a21oi_1: 1 / 0.044
a31oi_1: 2 / 0.11
inv_1: 2 / 0.067
inv_2: 1 / 0.033
nand3_1: 2 / 0.089
nor2_1: 3 / 0.10
nor3_1: 1 / 0.044
nor3b_1: 1 / 0.067
nor4b_2: 1 / 0.13
o21a_1: 2 / 0.13
xnor2_1: 1 / 0.078
==> worst paths after layout <==
check | slack, ps | end | depth (start not counted)
hold / removal | 1090 | alu_op[0] | 5
setup / recovery | 90 | alu_op[3] | 5
==> area by class of cell <==
cell class	count	area [sq um]
well taps	46	57.6
fillers	403	3040
repair buffers	20	190
multi-input cells	15	115
inverters	3	11.3
==> stage by stage <==
stage / std cells / util / TNS, ps
after global placement: 84 / 0.105 / -1470
after detailed placement: 84 / 0.105 / -1440
after global routing: 84 / 0.110 / 0
after CTS: 84 / 0.102 / -122
final: 84 / 0.110 / 0
after floorplan: 18 / - / 0
==> critical path, cell delays in order <==
cell and delay (ps):
clkdlybuf4s15_2 220, inv_2 60, a31oi_1 80, nor2_1 100
clkdlybuf4s50_1 470
==> timing repair <==
action,in CTS,in global routing
pin swaps,6,4
hold buffers,0,0
endpoints found under the setup margin,4,2
gates resized,12,15
==> kinds of logic after synthesis <==
logic type | Yosys count
xor gates and xnor gates | 1
buffers and inverters | 3
AOI/OAI and AO/OA | 6
and+or+nand+nor | 8
No activity file was given, so power comes from the tool's default toggle rates.
