File: ./config.mk
export PLATFORM = sky130hd
export DESIGN_NAME = Control_Unit
export DESIGN_NICKNAME = Control_Unit
export VERILOG_FILES = /design/flow/design.v
export SDC_FILE = /design/flow/constraint.sdc
export NUM_CORES = 4
export LEC_CHECK = 1
export CORE_AREA = 10 10 70 70
export DIE_AREA = 0 0 80 80
File: ./constraint.sdc
current_design Control_Unit

set clk_period 2.3
set clk_io_pct 0.2

create_clock -name clk0 -period $clk_period

set non_clock_inputs [all_inputs -no_clocks]
set_input_delay [expr $clk_period * $clk_io_pct] -clock clk0 $non_clock_inputs
set_output_delay [expr $clk_period * $clk_io_pct] -clock clk0 [all_outputs]
File: ./design.v
module Control_Unit(
    input [6:0] instruction,
    output reg Branch, MemRead, MemtoReg, MemWrite, ALUSrc, RegWrite,
    output reg [1:0] ALUOp
);
always @(*) begin
    case(instruction)
        7'b0110011: {ALUSrc, MemtoReg, RegWrite, MemRead, MemWrite, Branch, ALUOp} <= 8'b00100001;
        7'b0000011: {ALUSrc, MemtoReg, RegWrite, MemRead, MemWrite, Branch, ALUOp} <= 8'b11110000;
        7'b0100011: {ALUSrc, MemtoReg, RegWrite, MemRead, MemWrite, Branch, ALUOp} <= 8'b10001000;
        7'b1100011: {ALUSrc, MemtoReg, RegWrite, MemRead, MemWrite, Branch, ALUOp} <= 8'b00000101;
        default:    {ALUSrc, MemtoReg, RegWrite, MemRead, MemWrite, Branch, ALUOp} <= 8'b00000000;
    endcase
end
endmodule
File: ./run.sh
#!/bin/bash
# OpenROAD 26Q1-2900-gdf79404cd8, Yosys 0.63+post, stock flow scripts
make -C /OpenROAD-flow-scripts/flow DESIGN_CONFIG=/design/flow/config.mk WORK_HOME=/design/flow/orfs finish
==> impl_metrics.toml <==
# generated from flow reports
[detailed_routing]
drt_iter0_drc = 0
vias_per_cell = 2.16
routed_wl_um = 603
antenna_cells = 0
vias = 164
drc = 0
wl_per_cell_um = 7.93
drtPass1Iterations = 1
ant_nets = 0

[pwr]
p_clk_frac = 0
p_leak_nw = 0.133
powerDensity_nw_per_um2 = 104
switchingPower_w = 0.0000159
swShare = 0.440
combPwrFrac = 1.000
p_int_w = 0.0000203
seqPwrFrac = 0
vdd_ir_drop_max_mv = 0.0354
power_w = 0.0000362

[global_route]
grt_pass1_wl_um = 924
grt_util_all_layers = 0.0178
grt_pass1_vias = 168
antenna_found_initial = 0
top_usage_layer = "met2"
use_met3 = 0.00909
grt_use_met1 = 0.0244
grt_max_degree = 7
grt_use_met2 = 0.0257
grt_remaining_overflow = 0

[critical_path]
crit_type = "input pin to output port"
timing.critical_path.from = "instruction[1]"
crit_fanout = 6
end_kind = "output port"
setup.worst_path.end = "MemtoReg"
arrival_ns = 1.78
worst_setup_path_start_kind = "input pin"
crit_required_ns = 1.84

[clock_network]
cts_hold_buf = 0

[place]
place_area_um2 = 329
dp_cells = 76
portBuffers = 14
gp_congestion = 0.603
hpwl_um = 548

[sta]
rsz0062_at_grt = "true"
hold_ws_ns = 1.73
hold_violations = 0
finalSetupViolations = 0
clock.fmax_mhz = 445
drv_slew = 0
min_period_over_period = 0.976
fin_crit_ns = 2.24

[floorplanning]
fp-utilization = 0.0396
die_x_um = 80
dieHeight_um = 80
core_um2 = 3420
num_rows = 21
io_pins = 15
dieArea_um2 = 6400

[cells_and_area]
nClkBuffers = 0
post-route-cell-area_um2 = 347
layout.cells.non_filler = 76
fin_util = 0.101
register_area_um2 = 0
drive_above_1_share = 0.400
flops = 0
syn2layout_area_growth_pct = 156

[yosys]
yosysSeqAreaShare = 0
ys_area_um2 = 135
synth_area_um2 = 135
ys_cells = 16
synth_area_per_cell_um2 = 8.45
synth_cell_types = 14
netlist_instances = 16
yosysWarnings = 1

[run]
maxCapViolations = 0
tool_warnings = 34

[run_status]
status = "finished clean"

[hold_path]
hp-class = "input pin to output port"
==> layout make-up <==
class | instances | area, um^2
fill | 406 | 3070
tap | 46 | 57.6
timing repair buffer | 17 | 150
multi-input combinational | 13 | 139
==> cell families (layout without fill, tap and decap cells) <==
| logic type | after synthesis | after routing | synth area share |
|---|---|---|---|
| XOR/XNOR | 2 | 2 | 0.130 |
| buffers and inverters | 3 | 17 | 0.194 |
| other | 1 | 1 | 0.0278 |
| AND/OR/NAND/NOR | 10 | 10 | 0.648 |
==> metrics by stage <==
step                setup TNS (ns)  setup slack (ns)
finish                           0            0.0551
global route               -0.0137          -0.00699
CTS                        -0.0181           -0.0181
detailed placement           -2.52            -0.479
global placement             -2.50            -0.495
floorplan                        0             0.550
==> timing repair <==
item,in CTS,in global routing
gates resized,15,3
pin swaps,1,1
cloned,0,0
endpoints found under the hold margin,0,0
setup buffers,0,0
setup endpoints to repair,7,4
==> Yosys cell counts <==
master,n,area [um^2]
or3b_1,1,8.76
buf_4,2,15.0
nand2_1,1,3.75
buf_6,1,11.3
nor2_1,1,3.75
xor2_1,1,8.76
nand4b_1,1,8.76
xnor2_1,1,8.76
nor3_1,2,10.0
nor3_2,1,10.0
nor4b_4,1,23.8
nand2b_1,1,6.26
conb_1,1,3.75
nor4_2,1,12.5
==> power groups by stage <==
stage          logic, W  registers [W]  clock network, W
finish        0.0000362              0                 0
global route  0.0000389              0                 0
CTS           0.0000352              0                 0
==> worst max-delay path, stage by stage <==
cell and delay [ns]:
clkdlybuf4s50_1 0.45, or3b_4 0.45, nor4_4 0.18, dlygate4sd2_1 0.25
==> cells in the final DEF, fill, tap and decap left out <==
master | netlist | routed
nor3_2 | 1 | 2
nor3_4 | 0 | 1
buf_4 | 2 | 2
clkdlybuf4s50_1 | 0 | 7
xnor2_1 | 1 | 1
xor2_1 | 1 | 1
nor4b_4 | 1 | 1
clkbuf_2 | 0 | 1
dlygate4sd2_1 | 0 | 5
conb_1 | 1 | 1
nand4b_1 | 1 | 1
buf_2 | 0 | 1
nor2_2 | 0 | 1
nor4_4 | 0 | 1
nand2_1 | 1 | 1
or3b_4 | 0 | 1
buf_6 | 1 | 1
nand2b_1 | 1 | 1
==> metal layers <==
layer	share of wire	wire length, um
met3	0.17	101
met4	0	0
met1	0.44	266
met5	0	0
met2	0.39	235
==> worst min path at each step <==
stage             startpoint       end  slack [ns]  depth (start not counted)
finish        instruction[5]  MemWrite        1.73                          3
global route  instruction[2]  MemWrite        1.76                          4
CTS           instruction[0]  ALUOp[0]        1.70                          5
Power and IR drop assume default switching activity.
